### flow/run.sh
#!/bin/bash
# OpenROAD 26Q1-2900-gdf79404cd8, Yosys 0.63+post, stock flow scripts
make -C /OpenROAD-flow-scripts/flow DESIGN_CONFIG=/design/flow/config.mk WORK_HOME=/design/flow/orfs finish
### flow/config.mk
export PLATFORM = sky130hd
export DESIGN_NAME = bridge_top
export DESIGN_NICKNAME = bridge_top
export VERILOG_FILES = /design/flow/design.v
export SDC_FILE = /design/flow/constraint.sdc
export NUM_CORES = 4
export LEC_CHECK = 1
export CORE_UTILIZATION = 50
### flow/constraint.sdc
current_design bridge_top

set clk_period 5.6
set clk_io_pct 0.2

create_clock -name clk0 -period $clk_period [get_ports {hclk}]

set non_clock_inputs [all_inputs -no_clocks]
set_input_delay [expr $clk_period * $clk_io_pct] -clock clk0 $non_clock_inputs
set_output_delay [expr $clk_period * $clk_io_pct] -clock clk0 [all_outputs]
### flow/design.v
module ahb_slave_interface(
input HCLK,HRESETn,Hwrite,Hreadyin,
input [1:0] Htrans,
input [31:0] Haddr, Hwdata,
output reg valid,
output reg Hwrite_reg1, Hwrite_reg2,
output reg [31:0] Haddr1,Haddr2,Haddr3,Hwdata1,Hwdata2,Hwdata3,
output reg [2:0] Temp_selx);
always@(posedge HCLK)
begin 
  if(HRESETn)
    begin 
    Haddr1  <=0;
    Haddr2  <=0;
    Haddr3  <=0;
    Hwdata1 <=0;
    Hwdata2 <=0;
    Hwdata3 <=0;
    end
  else
    begin 
    Haddr1  <= Haddr;
    Haddr2  <= Haddr1;
    Haddr3  <= Haddr2;
    Hwdata1 <= Hwdata;
    Hwdata2 <= Hwdata1;
    Hwdata3 <= Hwdata2;
    end
  end
always @(*)
 begin
   Temp_selx=3'b000;
   if((Haddr>=32'h8000_0000)&&(Haddr<=32'h8400_0000))
      Temp_selx=3'b001;
   else if ((Haddr>=32'h8400_0000)&&(Haddr<=32'h8800_0000))
      Temp_selx=3'b010;
   else if ((Haddr>=32'h8800_0000)&&(Haddr<=32'h8c00_0000))
      Temp_selx=3'b100;
 end
always@(*)
begin 
   if (Hreadyin &&((Htrans==2'b01)||(Htrans==2'b11)&&(Haddr>=32'h8000_0000)&&(Haddr<32'h8c00_0000)))
      valid<=1;
   else 
      valid<=1;
end
always@(posedge HCLK)
begin
   if(HRESETn)
     begin
     Hwrite_reg1<=0;
     Hwrite_reg2<=0;
     end
   else
     begin
     Hwrite_reg1<=Hwrite;
     Hwrite_reg2<=Hwrite_reg1;
     end
end
endmodule
module apb_controller(
input HCLK,HRESETn,Hwrite,valid,HwriteReg,
input [3:0]Temp_selx,
input [31:0] Haddr1,Haddr2,Haddr3,Hwdata1,Hwdata2,Hwdata3,Prdata,
output reg Pwrite,Penable,Hreadyout,
output reg [3:0] Pselx,
output reg [31:0] Paddr,Pwdata,
output [31:0] Hrdata,
output reg [1:0] Hresp);
parameter ST_IDLE= 3'b000, ST_READ= 3'b001, ST_RENABLE=3'b010,ST_WWAIT=3'b011,
          ST_WRITE=3'b100, ST_WENABLE=3'b101, ST_WRITEP=3'b110,ST_WENABLEP=3'b111;
reg [2:0] ps, ns;
always @(posedge HCLK, negedge HRESETn)
  begin
    if(~HRESETn)
        ps<=ST_IDLE;
    else
        ps<=ns;
  end
always@(*) begin
    ns= ST_IDLE;
     case(ps)
          ST_IDLE:begin
                   case({valid,Hwrite})
                          2'b11:ns=ST_WWAIT;
                          2'b10:ns=ST_READ;
                        default:ns=ST_IDLE;
                   endcase
                  end
           ST_READ:begin
                    ns=ST_RENABLE;
                   end
           ST_RENABLE:begin
                       case({valid,Hwrite})
                             2'b11:ns=ST_WWAIT;
                             2'b10:ns=ST_READ;
                           default:ns=ST_IDLE;
                       endcase
                      end
            ST_WWAIT:begin
                       if(valid)
                        ns=ST_WRITEP;
                       else
                        ns=ST_WRITE;
                     end
             ST_WRITE:begin
                       if(valid)
                        ns=ST_WENABLEP;
                       else
                        ns=ST_WENABLE;
                      end  
           ST_WENABLE:begin
                       case({valid,Hwrite})
                             2'b11:ns=ST_WWAIT;
                             2'b10:ns=ST_READ;
                           default:ns=ST_IDLE;
                       endcase
                      end 
            ST_WRITEP:begin
                       ns=ST_WENABLEP;
                      end
           ST_WENABLEP:begin
                        case({valid,HwriteReg})  
                          2'b01:ns=ST_WRITE;
                          2'b10:ns=ST_READ;
                          2'b11:ns=ST_WRITEP;
                          default:ns=ST_IDLE;
                        endcase
                       end
      endcase
   end
always@(posedge HCLK, negedge HRESETn)
  begin
    if(~HRESETn)
        begin
          Pselx <= 4'd0;
          Pwrite <= 1'b0;
          Hreadyout<=1'b0;
          Paddr<=32'd0;
          Pwdata<=32'd0;
          Penable<=1'b0;
          Hresp<=2'd0;
        end
     else
        begin
          Pselx<=Temp_selx;
          Hreadyout<=1'b0;
          Penable<=1'b0;
          Pwrite<=1'b0;
          Hresp<=2'd0;
        case(ps)
            ST_IDLE:begin
                      Pselx<=4'd0;
                      Hreadyout<=1'b1;
                      Penable<=1'b0;
                    end
            ST_READ:begin
                       Pselx<=Temp_selx;
                       Hreadyout<=1'b0;
                       Penable<=1'b0;
                       Pwrite<=1'b0;
                       Paddr<=Haddr1;
                     end
          ST_RENABLE:begin
                       Hreadyout<=1'b1;
                       Penable<=1'b1;
                       Pwrite<=1'b0;
                     end
            ST_WRITE:begin
                       Pselx<=Temp_selx;
                       Hreadyout<=1'b0;
                       Penable<=1'b0;
                       Pwrite<=1'b1;
                       Paddr<=Haddr2;
                       Pwdata<=Hwdata1;
                     end
            ST_WWAIT:begin
                       Pselx<=4'd0;
                       Hreadyout<=1'b0;
                       Penable<=1'b0;
                       Pwrite<=1'b0;
                     end
            ST_WENABLE:begin
                       Hreadyout<=1'b1;
                       Penable<=1'b1;
                       Pwrite<=1'b1;
                     end
            ST_WRITEP:begin
                       Pselx<=Temp_selx;
                       Hreadyout<=1'b0;
                       Penable<=1'b0;
                       Pwrite<=1'b1;
                       Paddr<=Haddr2;
                       Pwdata<=Hwdata1;
                     end      
         ST_WENABLEP:begin
                       Hreadyout<=1'b1;
                       Penable<=1'b1;
                       Pwrite<=1'b1;
                     end     
             default:begin
                       Hreadyout<=1'b0;
                       Penable<=1'b0;
                       Pwrite<=1'b0;
                       Paddr<=32'd0;
                       Pwdata<=32'd0;
                      end
        endcase
      end
   end
assign Hrdata=Prdata;
endmodule            
module bridge_top(
input hclk, hresetn, hreadyin, hwrite,
input [1:0] htrans,
input [31:0] haddr, hwdata, prdata,
output pwrite,penable,hreadyout,
output [1:0] hresp,
output [2:0] pselx,
output [31:0] pwdata, paddr, hrdata);
wire  valid,hwrite_reg1,hwrite_reg2,hwriteReg;
wire [2:0] temp_selx;
wire [31:0] hwdata1,hwdata2,hwdata3,haddr1,haddr2,haddr3;
ahb_slave_interface AHB_Slave(.HRESETn(hresetn),.Hwrite(hwrite),.HCLK(hclk),.Htrans(htrans),.Haddr(haddr),.Haddr1(haddr1),
                              .Haddr2(haddr2),.Haddr3(haddr3),.Hwdata(hwdata),.Hwdata1(hwdata1),.Hwdata2(hwdata2),.Hwdata3(hwdata3),.Hwrite_reg1(hwrite_reg1),.Hwrite_reg2(hwrite_reg2),
                              .Temp_selx(temp_selx),.valid(valid));
apb_controller APB_FSM(.HCLK(hclk),.HRESETn(hresetn),.Hwrite(hwrite),.valid(valid),.HwriteReg(hwrite_reg1),.Temp_selx(temp_selx),
                       .Haddr1(haddr1),.Haddr2(haddr2),.Haddr3(haddr3),.Hwdata1(hwdata1),.Hwdata2(hwdata2),.Hwdata3(hwdata3),
                       .Prdata(prdata),.Pwrite(pwrite),.Penable(penable),.Hreadyout(hreadyout),.Pselx(pselx),.Paddr(paddr),
                       .Pwdata(pwdata),.Hrdata(hrdata),.Hresp(hresp));
endmodule
==> flow_summary.toml <==
# flow metrics
[floorplanning]
rows = 39
ios = 206
die_area_um2 = 12500
core_area_um2 = 11600
die_h_um = 112
die_w_um = 112
fp_util_pct = 52.0

[grt]
antenna_found_initial = 0
grt_pass1_wl_um = 17400
track_usage_pct = 18.4
grt_max_degree = 68
grt_pass1_vias = 3537
grt_overflow = 0

[final_timing]
fin_setup_tns_ns = 0
hold_violations = 0
grt_setup_unrepaired = "no"
max_freq_mhz = 418
holdWs_ns = 0.437
tightest_slew_ns = 0.741
fin_worst_skew_ns = 0.00594
timing.slew.headroom_pct = 50.6
finalSetupViolCount = 0
drv_slew = 0
fin_crit_sh_pct = 42.8
period_minus_slack_ns = 2.39

[final_layout]
final_util_pct = 67.4
drive_gt1_share_pct = 12.8
instances_no_fill = 746
area_growth_pct = 29.6

[place]
gp_congestion = 0.719
place.detailed.hpwl_um = 6750
port_buffers = 136
placed_cells = 714

[drt]
drt-initial-drc-count = 188
met2_length_um = 4470
vias_per_cell = 4.82
firstDrtPassIters = 31
met1_length_um = 4560
highest_layer = "met4"
antenna_left = 0
n_antenna_cell = 0
wl_met3_um = 1170
drc = 0
num_vias = 3594
wl_per_cell_um = 14.0
routed_wl_um = 10500

[worst_setup_path]
path_class = "register to output pin"
crit_chain = "clkdlybuf4s50_1"
critPathTopFamily = "buffers and inverters"
path_buffers = 1
cp-end-kind = "output pin"
critical_path_required_ns = 4.48
cpPeakStageDelay_ns = 0.50
start_kind = "register"
slowest_stage = "clkdlybuf4s50_1"
worstPathMaxFanout = 2
cp_data_arrival_time_ns = 1.27

[clock_tree]
post_cts_buffers = 0
cts.clk_slew.worst_paths_ns = 0.06
clk_latency_ns = 0.41
cts_tree = "done"
cts_root_buf = "clkbuf_16"
cts_max_level = 4
cts.path.max_buffers = 2
cts_hold_buf = 0
cts.sinks = 173
post_cts_resized = 0
cts_buffers = 17

[hold_path]
hp-class = "register to register"

[power]
power_density_nw_per_um2 = 354
total_leakage_power_nw = 3.33
p_total_mw = 2.77
ir_drop_mv = 0.260

[yosys]
synth_cells = 488
flop_cell = "dfxtp_1"
ys.flops = 173
yosysWarningCount = 4
syn_area_per_cell_um2 = 12.4
synth_cell_types = 34
yosys.stat.chipArea_um2 = 6040
syn_area_um2 = 6040
synth-edff-count = 0
async_flop_share_pct = 43.9
yosysCellCount = 488
postSynthSeqShare_pct = 63.6

[flow_run]
maxCapViolCount = 0
warning_count = 30

[status]
outcome = "finished, final reports clean"
-- flip-flops by register name, summed over array words and instances (netlist names) --
register / flops
AHB_Slave.Haddr1: 32
AHB_Slave.Haddr2: 32
AHB_Slave.Hwrite_reg1: 1
APB_FSM.Pwdata: 32
APB_FSM.Paddr: 32
APB_FSM.Pselx: 3
APB_FSM.ps: 6
APB_FSM.Pwrite: 1
APB_FSM.Penable: 1
APB_FSM.Hreadyout: 1
AHB_Slave.Hwdata1: 32
-- worst reg2reg max path: stages (launching register included) --
cell and delay [ns]:
dfrtp_4 0.66, buf_4 0.63, mux2_2 0.45
-- placed cells by master, fill, tap and decap left out, types with 2 or more instances in the layout --
cell type        synthesis  final
clkdlybuf4s50_1          0    135
dfxtp_1                 97     97
nor2b_1                 96     96
dfrtp_1                 75     73
nand2_1                 33     33
mux2i_1                 32     32
o21ai_0                 25     25
mux2_2                  23     23
clkbuf_16                0     17
mux2_1                   9      9
o21ai_1                  7      7
clkbuf_8                 0      5
clkinv_2                 0      5
nor4_2                   4      4
buf_4                   34      4
conb_1                   1      3
nor2_1                   3      3
clkbuf_1                12      3
inv_1                    2      2
nor3_1                   2      2
and4_4                   2      2
a211oi_2                 2      2
or2_2                    2      2
-- area by class of cell --
cell class                 count  area [µm²]
tap                          143         179
inverter                       2        7.51
clock buffer                  25         505
fill                         857        3790
multi-input combinational    256        1830
sequential                   173        3850
timing repair buffer         140        1390
clock inverter                 7        62.6
-- path summary, 6_finish.rpt --
| path | startpoint | to | slack (ns) | cells past startpoint |
|---|---|---|---|---|
| setup reg to reg | APB_FSM.ps[2]$_DFF_PN0_ | APB_FSM.Pwdata[12]$_DFFE_PN0P_ | 3.75 | 2 |
| min in group asynchronous | hresetn | APB_FSM.ps[4]$_DFF_PN0_ | 0.62 | 1 |
| setup / recovery | APB_FSM.Paddr[8]$_DFFE_PN0P_ | paddr[8] | 3.21 | 1 |
| max in group asynchronous | hresetn | APB_FSM.Paddr[23]$_DFFE_PN0P_ | 3.88 | 2 |
| hold reg to reg | AHB_Slave.Haddr2[29]$_SDFF_PP0_ | APB_FSM.Paddr[29]$_DFFE_PN0P_ | 0.44 | 2 |
| hold / removal | AHB_Slave.Haddr2[29]$_SDFF_PP0_ | APB_FSM.Paddr[29]$_DFFE_PN0P_ | 0.44 | 2 |
-- metal layers --
layer  vias up  track usage, %
met4         0            4.50
met2       134            25.3
met1      1663            28.3
met5         -               0
met3        38            7.81
li1       1759               -
-- synth_stat cells (3+ instances only) --
| cell | instances | area, µm² |
|---|---|---|
| dfxtp_1 | 97 | 1940 |
| nor2b_1 | 96 | 601 |
| dfrtp_1 | 75 | 1880 |
| buf_4 | 34 | 255 |
| nand2_1 | 33 | 124 |
| mux2i_1 | 32 | 320 |
| o21ai_0 | 25 | 125 |
| mux2_2 | 23 | 259 |
| buf_2 | 13 | 65.1 |
| clkbuf_1 | 12 | 45.0 |
| mux2_1 | 9 | 101 |
| o21ai_1 | 7 | 35.0 |
| nor4_2 | 4 | 50.1 |
| nor2_1 | 3 | 11.3 |
-- report_power, final --
group | leakage [nW] | total, mW | internal [mW] | switching, mW
Clock | 0.283 | 1.10 | 0.667 | 0.430
Combinational | 1.27 | 0.290 | 0.200 | 0.0908
Sequential | 1.78 | 1.38 | 1.33 | 0.0520
Total | 3.33 | 2.77 | 2.20 | 0.572
-- stage by stage --
| stage | worst slack (ns) | area (µm²) |
|---|---|---|
| finish | 3.21 | 7830 |
| global route | 3.13 | 7830 |
| CTS | 3.19 | 7830 |
| detailed placement | 2.89 | 7260 |
| global placement | 2.90 | 7260 |
| floorplan | 3.26 | 6050 |
-- logic make-up (layout without fill, tap and decap cells) --
family | count (synthesis) | in the layout | share of synthesized area [%]
simple gates | 151 | 151 | 15.2
mux | 65 | 65 | 11.5
buf+inv | 61 | 174 | 6.17
flops | 173 | 173 | 63.6
other cells | 1 | 3 | 0.0621
compound gates | 37 | 37 | 3.44
Power figures rest on the tool's default switching activity, not on a simulated workload.
